==> flow/design.v <==
module regfile (
    input  wire        clk,
    input  wire        we,
    input  wire [4:0]  waddr,
    input  wire [31:0] wdata,
    input  wire [4:0]  raddr1,
    input  wire [4:0]  raddr2,
    output wire [31:0] rdata1,
    output wire [31:0] rdata2
);
    reg [31:0] regs [0:31];
    always @(posedge clk) begin
        if (we && (waddr != 5'd0)) begin
            regs[waddr] <= wdata;
        end
    end
    assign rdata1 = (raddr1 == 5'd0) ? 32'd0 : regs[raddr1];
    assign rdata2 = (raddr2 == 5'd0) ? 32'd0 : regs[raddr2];
endmodule
==> flow/run.sh <==
#!/bin/bash
# OpenROAD 26Q1-2900-gdf79404cd8, Yosys 0.63+post, stock flow scripts
make -C /OpenROAD-flow-scripts/flow DESIGN_CONFIG=/design/flow/config.mk WORK_HOME=/design/flow/orfs finish
==> flow/config.mk <==
export PLATFORM = sky130hd
export DESIGN_NAME = regfile
export DESIGN_NICKNAME = regfile
export VERILOG_FILES = /design/flow/design.v
export SDC_FILE = /design/flow/constraint.sdc
export NUM_CORES = 4
export LEC_CHECK = 1
export CORE_UTILIZATION = 40
==> flow/constraint.sdc <==
current_design regfile

set clk_period 9.8
set clk_io_pct 0.2

create_clock -name clk0 -period $clk_period [get_ports {clk}]

set non_clock_inputs [all_inputs -no_clocks]
set_input_delay [expr $clk_period * $clk_io_pct] -clock clk0 $non_clock_inputs
set_output_delay [expr $clk_period * $clk_io_pct] -clock clk0 [all_outputs]
==> ci_impl_report.md <==
### Yosys + OpenROAD results

| Metric | Value |
|---|---|
| Outcome | `finished, final reports clean` |
| Clock H-tree levels | `3` |
| Non-Filler Instances | `4405` |
| Number of synthesized flops with an enable pin | `1024` |
| Max-Cap Viols | `0` |
| WP data arrival | `5.64 ns` |
| Unique cell types | `39` |
| Post-route ant nets | `0` |
| Total CTS buffers | `105` |
| Worst hold start | `wdata[20]` |
| RSZ-0062 raised after global routing | `no` |
| First drt pass iteration count | `8` |
| Yosys stat cell total | `2564` |
| Seq share, synth | `0.642` |
| Initial antenna violation count | `3` |
| Die Ht | `348 um` |
| DR vias/cell | `6.38` |
| Final setup fails | `0` |
| Largest net degree at the start of global routing | `71` |
| Ys async rst share | `0` |
| Top cells by area | `edfxtp_1, mux4_2, mux2i_1` |
| Top cell by count, worst path | `buf_4` |
| Actual slew at the worst max-slew pin | `1.05 ns` |
| Ys flop type | `edfxtp_1` |
| Residual DRC | `0` |
| Via count | `28100` |
| Share of cells above drive strength 1 | `0.264` |
| First-pass GRT wire length | `218 mm` |
| Crit. End Element | `primary output` |
| Top cell type by instance count after synthesis | `edfxtp_1` |
| CP Launch Type | `input pin` |
| Buffers added on ports | `112` |
| Area grow syn2layout | `14.1%` |
| Post-DP HPWL | `88.1 mm` |
| WP buf/inv | `4` |
| Biggest regs | `regs: 1024 flops` |
| Clk buf depth | `3` |
| Top-Level Pins | `113` |
| Total Power | `0.00982 W` |
| CTS resizes | `0` |
| Slowest-stage cell, CP | `a211oi_1` |
| Crit path time final | `7.60 ns` |
| Final Hold Fails | `0` |
| Vias in the first global route | `31700` |
| Synth top cells by count | `edfxtp_1, mux2i_1, mux4_2` |
| DP Cell Count | `4213` |
| Pwr/cell area | `180 nW/um^2` |
| Synth top area share | `0.642` |
| Mapped Avg Cell Area | `18.7 sq um` |
| Final GP Congestion | `0.892` |
| Crit path depth | `7` |
| Hold_ws | `2.08 ns` |
| Root Driver | `clkbuf_16` |
| #FFs+latches synth | `1024` |
| Cell breakdown of the critical path | `buf_6 > buf_4 > nor2_4 > and3_2 > buf_4 > a211oi_1 > clkdlybuf4s50_1` |
| Crit-path leading delay family | `buffers and inverters` |
| VDD IR max | `0.138 mV` |
| # rows | `126` |
| Setup repair bufs after CTS | `0` |
| WHS Endpoint | `regs[30][20]` |
| Chip area | `121000 sq um` |
| Most area-hungry cell type in the Yosys netlist | `edfxtp_1` |
| Critical path type | `in2out` |
| WL final | `153 mm` |
| Mapped Area | `47900 sq um` |
| CTS clk-pin slew, worst paths | `0.06 ns` |
| TritonCTS clock tree | `yes` |
| Core Area | `118000 sq um` |
| Hold depth | `2` |
| Ys Warns | `1` |
| Initial drt markers | `1826` |
| P_leak | `17.6 nW` |
| Chip area in the Yosys report | `47900 sq um` |
| Register with the most flip-flops | `regs` |
| CP max stage delay | `0.78 ns` |
| Tcrit/Tclk final | `0.775` |
| CTS Hold Bufs | `0` |
| Final count of pins violating max slew | `0` |
| Synth Instances | `2564` |
| Max frequency | `132 MHz` |
| Wire per inst | `34.6 um` |
| Die Wd | `348 um` |
| Tool warnings | `26` |
| Fp util | `0.405` |
| TNS Setup | `0 ns` |
| HP Class | `in2reg` |
| Relative slew slack | `0.300` |
| Worst-path fanout max | `30` |
| CP required | `7.84 ns` |
| Clock sink count | `1024` |
| GRT Overall Usage | `0.278` |
| Grt ovf | `0` |
| Max reg flops | `1024` |
==> routing by layer <==
| layer | share of wire | routed length, um | track usage |
|---|---|---|---|
| met1 | 0.30 | 45800 | 0.302 |
| met4 | 0.043 | 6500 | 0.0933 |
| met5 | 0.00050 | 77 | 0.0144 |
| met2 | 0.45 | 68700 | 0.389 |
| met3 | 0.21 | 31400 | 0.252 |
==> final cells by class <==
class	count	area, sq um
Fill cell	9624	63700
Inverter	2	8.76
Multi-Input combinational cell	1354	16400
Antenna cell	3	7.51
Sequential cell	1024	30700
Timing Repair Buffer	233	2050
Clock buffer	129	2780
Clock inverter	60	666
Tap cell	1600	2000
==> through the flow <==
stage                      util  instance area (sq um)  setup WS (ns)
after floorplan               -                  48000           4.47
after global placement    0.432                  51200           2.29
after global routing      0.462                  54700           2.02
final                     0.462                  54700           2.20
after detailed placement  0.432                  51200           2.21
after CTS                 0.462                  54700           2.22
==> logic make-up after synthesis <==
kind of cell           count (synthesis)  synth area share
AOI/OAI and AO/OA                    374            0.0615
buffers and inverters                217            0.0244
DFF                                 1024             0.642
muxes                                736             0.250
other                                  1         0.0000783
and+or+nand+nor                      212            0.0218
==> cells in the final DEF (no fill, tap or decap), types with 3 or more instances in the layout <==
cell	instances
a211oi_1	53
a211oi_2	11
a21oi_1	32
a221oi_1	38
a221oi_2	16
a22oi_1	64
a311oi_1	32
buf_2	3
buf_4	121
buf_8	4
bufinv_16	14
clkbuf_1	21
clkbuf_16	108
clkdlybuf4s50_1	102
clkinv_1	19
clkinv_2	17
clkinvlp_4	8
conb_1	32
diode_2	3
edfxtp_1	1024
mux2_2	64
mux2i_1	320
mux4_1	36
mux4_2	316
nand2_1	85
nand3b_1	6
nand4_1	32
nor2_4	33
nor2b_1	32
nor2b_4	5
o2111ai_1	10
o21ai_0	50
o21ai_1	4
o221ai_1	64
or3b_2	4
==> report_power, final <==
part	leakage, nW	switching, W	internal (W)
registers	9.25	0.0000267	0.00489
clock network	1.66	0.00165	0.00237
logic	6.71	0.000513	0.000371
==> worst max path at each step <==
stage | startpoint | end | slack [ns]
after CTS | raddr2[1] | rdata2[27] | 2.22
after global routing | raddr2[1] | rdata2[27] | 2.02
final | raddr2[1] | rdata2[27] | 2.20
Power is estimated from default activity; no workload was simulated.
