==> /design/flow/design.v <==
module multi_16bit (
    input  wire [15:0] A,        
    input  wire [15:0] B,        
    output reg  [31:0] product   
);
    integer i;                   
    reg [31:0] multiplicand;     
    always @(*) begin
        product = 32'b0;         
        multiplicand = {16'b0, A};  
        for (i = 0; i < 16; i = i + 1) begin
            if (B[i]) begin
                product = product + (multiplicand << i);
            end
        end
    end
endmodule
==> /design/flow/run.sh <==
#!/bin/bash
# OpenROAD 26Q1-2900-gdf79404cd8, Yosys 0.63+post, stock flow scripts
make -C /OpenROAD-flow-scripts/flow DESIGN_CONFIG=/design/flow/config.mk WORK_HOME=/design/flow/orfs finish
==> /design/flow/config.mk <==
export PLATFORM = sky130hd
export DESIGN_NAME = multi_16bit
export DESIGN_NICKNAME = multi_16bit
export VERILOG_FILES = /design/flow/design.v
export SDC_FILE = /design/flow/constraint.sdc
export NUM_CORES = 4
export LEC_CHECK = 1
export CORE_UTILIZATION = 30
==> /design/flow/constraint.sdc <==
current_design multi_16bit

set clk_period 47.8
set clk_io_pct 0.2

create_clock -name clk0 -period $clk_period

set non_clock_inputs [all_inputs -no_clocks]
set_input_delay [expr $clk_period * $clk_io_pct] -clock clk0 $non_clock_inputs
set_output_delay [expr $clk_period * $clk_io_pct] -clock clk0 [all_outputs]
==> qor.yml <==
die:
  dieArea_um2: 51600
  dieWidth_um: 227
  rows: 82
  io_pins: 64
  fp_util_pct: 30.4
  core_area_um2: 50100
  dieHeight_um: 227
synth:
  syn_area_um2: 15200
  ys_types: 96
  ys_seq_share_pct: 0
  ys_cells: 2197
  synth_chip_area_um2: 15200
  synth_warnings: 1
  syn-instance-count: 2197
  syn_area_per_cell_um2: 6.92
final_layout:
  comb_area_um2: 14500
  regArea_um2: 0
  lay_top_cells: "ha_1, nand2_1, nor2_1, a21oi_1, o21ai_0"
  clkbuf_count: 0
  fillCellCount: 5350
  area_growth_pct: 9.93
  lay_top_count: "ha_1"
  seq_cell_count: 0
  final_cells: 2904
  post-route-util_pct: 33.4
  stdcell_area_um2: 16700
  drive_gt1_share_pct: 6.50
hold_path:
  worstHoldPathCells: 5
  hold_path_end: "product[27]"
  min_from: "B[13]"
  hold_path.class: "in -> out"
placement:
  dp.cells: 2904
  dp_hpwl_um: 44300
  gp_congestion: 0.979
  postPlaceCellArea_um2: 16700
  numPortBuffers: 64
final_timing:
  timing.fmax_mhz: 22.7
  finalSetupViolations: 0
  drv_slew: 0
  worst_pin_slew_ns: 1.07
  fin_crit_sh_pct: 92.3
  rsz0062_at_grt: "no"
  maxSlewHeadroom_pct: 27.9
  fin_tns_setup_ns: 0
  period_needed_ns: 44.14
  hold_violations: 0
critical_path:
  critical_path_class: "in -> out"
  arrival_ns: 34.58
  worst_path_max_delay_cell: "a221oi_1"
  critPathTopFamily: "AND-OR/OR-AND gates"
  crit_fanout: 19
  end_kind: "output port"
  crit_path_frequent_cell: "ha_1"
  critical_path_required_ns: 38.24
  cpPeakStageDelay_ns: 0.77
  crit_buf_inv: 6
  crit_path_start_kind: "input port"
global_route:
  grt_pass1_wl_um: 88200
  grt_usage_pct: 22.0
  grt_max_degree: 37
  overflow: 0
  antenna_found_initial: 0
  grt_pass1_vias: 15500
routing:
  postRouteAntennaNets: 0
  drc: 0
  wl_per_cell_um: 19.5
  antenna_cells: 0
  drt_iter0_drc: 1170
  viasPerCell: 5.81
  wl_um: 56600
  firstDrtPassIters: 5
  vias: 16900
flow_run:
  warnings: 51
  maxCapViolCount: 0
clock_network:
  cts_resized: 0
  cts_hold_buf: 0
  cts_setup_buffers: 0
outcome:
  run_status: "finished, final reports clean"
==> metal layers <==
metal / track usage, % / share of wire (%)
met5: 0 / 0
met4: 5.48 / 3.0
met2: 36.1 / 45
met3: 1.91 / 5.4
met1: 31.0 / 46
==> cell families (layout without fill, tap and decap cells) <==
group	Yosys count	in the layout	synth area share (%)
AND-OR/OR-AND	813	813	36.5
AND/OR/NAND/NOR	709	709	22.1
adder cells (fa/ha/maj)	271	271	23.0
buffers and inverters	180	215	4.50
XOR/XNOR	151	151	8.70
multiplexers	73	73	5.20
==> synthesized netlist by cell type, drive strengths merged (7+ instances only) <==
master,count,share of area (%)
a21o,66,3.3
nor2b,32,1.3
clkbuf,58,1.4
a31oi,42,1.8
o211ai,36,1.8
o31a,11,0.63
a221oi,11,0.80
nand2b,37,1.5
nor4,8,0.37
fa,15,2.0
nor2,186,4.6
ha,256,21
xnor2,91,5.2
mux2i,25,1.6
or2,16,0.66
a211o,10,0.58
o21a,57,2.8
inv,110,2.7
o21ai,168,5.6
nand2,227,5.6
a21oi,181,6.1
buf,10,0.29
o21bai,16,0.79
o22ai,11,0.45
o2bb2ai,7,0.40
nand4,8,0.33
a21boi,11,0.54
and2,31,1.3
nand3,44,1.4
o2111ai,8,0.54
and3,19,0.81
nor3b,10,0.49
or3,23,0.95
nor3,48,1.6
o31ai,25,1.3
a22o,9,0.52
o221ai,11,0.63
mux2,48,3.6
a211oi,41,2.1
xor2,60,3.5
==> final cells by class <==
type	count	share of cell area, %
tap	672	5.03
inverter	112	2.52
multi-input combinational	2017	86.9
timing repair buffer	103	5.59
==> stage by stage <==
stage	setup WS, ns	hold WS [ns]
4_1_cts	4.03	20.34
5_1_grt	2.26	20.39
2_1_floorplan	9.49	19.20
6_report	3.66	20.32
3_3_place_gp	4.15	20.35
3_5_place_dp	4.13	20.33
==> how the worst max path moves through the flow <==
stage	start	endpoint	slack, ns	cells past startpoint
after CTS	B[0]	product[30]	4.03	101
after global routing	B[0]	product[30]	2.26	105
final	B[0]	product[29]	3.66	102
==> worst min-delay path: cells and delay by family <==
| kind | cells | cell delay [ns] |
|---|---|---|
| buffers and inverters | 3 | 1.01 |
| AND-OR/OR-AND | 1 | 0.08 |
| AND/OR/NAND/NOR | 1 | 0.10 |
