<file path="run.sh">
#!/bin/bash
# OpenROAD 26Q1-2900-gdf79404cd8, Yosys 0.63+post, stock flow scripts
make -C /OpenROAD-flow-scripts/flow DESIGN_CONFIG=/design/flow/config.mk WORK_HOME=/design/flow/orfs finish
</file>
<file path="constraint.sdc">
current_design mult_signed_16bit

set clk_period 29.9
set clk_io_pct 0.2

create_clock -name clk0 -period $clk_period

set non_clock_inputs [all_inputs -no_clocks]
set_input_delay [expr $clk_period * $clk_io_pct] -clock clk0 $non_clock_inputs
set_output_delay [expr $clk_period * $clk_io_pct] -clock clk0 [all_outputs]
</file>
<file path="design.v">
module mult_signed_16bit (
    input  signed [15:0] a,
    input  signed [15:0] b,
    output signed [31:0] product
);
    wire [15:0] abs_a = a[15] ? -a : a;
    wire [15:0] abs_b = b[15] ? -b : b;
    wire [31:0] pp [15:0];
    genvar i;
    generate
        for (i = 0; i < 16; i = i + 1) begin : gen_pp
            assign pp[i] = abs_b[i] ? ({{16{1'b0}}, abs_a} << i) : 32'b0;
        end
    endgenerate
    wire [31:0] unsigned_product =
        pp[0]  + pp[1]  + pp[2]  + pp[3]  +
        pp[4]  + pp[5]  + pp[6]  + pp[7]  +
        pp[8]  + pp[9]  + pp[10] + pp[11] +
        pp[12] + pp[13] + pp[14] + pp[15];
    assign product = (a[15] ^ b[15]) ? -unsigned_product : unsigned_product;
endmodule
</file>
<file path="config.mk">
export PLATFORM = sky130hd
export DESIGN_NAME = mult_signed_16bit
export DESIGN_NICKNAME = mult_signed_16bit
export VERILOG_FILES = /design/flow/design.v
export SDC_FILE = /design/flow/constraint.sdc
export NUM_CORES = 4
export LEC_CHECK = 1
export CORE_UTILIZATION = 40
</file>
==> results.sh <==
# yosys + openroad results
export IMPL_dieArea_um2=25170
export IMPL_warning_count=32
export IMPL_rsz0062_at_grt="no"
export IMPL_synth_top_area_share=0.4038
export IMPL_remaining_drc_errors=0
export IMPL_drt_iter0_drc=389
export IMPL_logic_family="adder cells"
export IMPL_final_cell_mix="fa_1 (198), inv_1 (184), nand2_1 (182)"
export IMPL_multiInputGateArea_um2=8939
export IMPL_lay_top_count="fa_1"
export IMPL_ys_cells=1173
export IMPL_period_needed_ns=21.05
export IMPL_crit_buf_inv=3
export IMPL_dieWidth_um=158.7
export IMPL_cts_repair_resized=0
export IMPL_grt_pass1_vias=7952
export IMPL_largest_area_cell="fa_1"
export IMPL_area_leaders="fa_1 (40%), ha_1 (12%), inv_1 (7.0%)"
export IMPL_area_growth_pct=11.28
export IMPL_min_from="b[0]"
export IMPL_min_period_over_period=0.7042
export IMPL_nFillCells=2330
export IMPL_crit_start="a[0]"
export IMPL_grt_max_degree=25
export IMPL_fp_dieH_um=158.7
export IMPL_postLayoutSetupSlackWorst_ns=8.846
export IMPL_required_ns=23.92
export IMPL_fp_util=0.4133
export IMPL_wl_per_cell_um=16.08
export IMPL_stdcell_area_um2=10920
export IMPL_cp_slowest_cell="clkdlybuf4s50_1"
export IMPL_fmax_mhz=47.50
export IMPL_tightestPinTransition_ns=0.8920
export IMPL_synth_cell_types=76
export IMPL_syn_mean_instance_area_um2=8.369
export IMPL_post_dp_cell_area_um2=10920
export IMPL_max_cap_violations=0
export IMPL_gr_total_overflow=0
export IMPL_wl_um=24980
export IMPL_ant_nets=0
export IMPL_drt_first_pass_iters=4
export IMPL_cp_common_cell="fa_1"
export IMPL_aoi_share=0.1030
export IMPL_rows=56
export IMPL_grt_pass1_wl_um=40740
export IMPL_run_status="finished clean"
export IMPL_cp_slowest_stage_delay_ns=0.62
export IMPL_track_usage=0.2225
export IMPL_worstSetupPathType="in -> out"
export IMPL_hold_viol=0
export IMPL_synthesis_area_um2=9817
export IMPL_final_seq_area_um2=0
export IMPL_slew_limit_headroom=0.4033
export IMPL_gp_congestion=0.9505
export IMPL_cts_hold_buffers=0
export IMPL_synth_seq_area_share=0
export IMPL_dp_slack_ns=8.839
export IMPL_critPathMaxFanout=12
export IMPL_core_area_um2=23750
export IMPL_antenna_found_initial=0
export IMPL_finalSetupViolCount=0
export IMPL_io_buffers=64
export IMPL_route_vias_total=8050
export IMPL_ioPinCount=64
export IMPL_synthCells=1173
export IMPL_fin_setup_tns_ns=0
export IMPL_cp_start_kind="primary input"
export IMPL_synthAdderAreaFrac=0.5287
export IMPL_hold_slack_ns=13.28
export IMPL_yosys_area_share_xor_xnor=0.08539
export IMPL_cts_setup_buffers=0
export IMPL_ys_area_um2=9817
export IMPL_cp_top_family="adder cells"
export IMPL_crit_arrival_ns=15.07
export IMPL_drive_gt1_frac=0.04777
export IMPL_slew_viol_final=0
export IMPL_end_kind="output port"
export IMPL_hp_class="in -> out"
export IMPL_simple_gate_area_frac=0.1907
export IMPL_antenna_cells=0
export IMPL_place_hpwl_um=21410
export IMPL_flop_count=0
export IMPL_ys_sh_mux=0.002039
export IMPL_ys_warn_count=1
export IMPL_path_cells="clkdlybuf4s50_1, clkinv_1, ha_1, nand2_1, or4_1, o21ai_0, xor2_1, nor2_1, fa_1, fa_1, fa_1, fa_1, fa_1, fa_1, ha_1, nand2_1, or4_1, a21oi_1, o21a_1, o2111ai_1, nor4_1, a41oi_1, xor2_1, clkdlybuf4s50_1"
export IMPL_n_clock_buffer=0
export IMPL_vias_per_cell=5.180
[cells in the mapped netlist (9+ instances only)]
cell,n
fa_1,198
inv_1,184
nand2_1,182
nor2_1,126
ha_1,98
xnor2_1,50
xor2_1,42
a21oi_1,33
o21ai_0,33
clkbuf_1,24
and2_1,21
nor3_1,17
nand2b_1,10
a31oi_1,9
[routing by layer]
metal,global-route usage,share of wire
met1,0.3117,0.41
met2,0.3500,0.48
met3,0.05930,0.070
met4,0.06502,0.036
met5,0,0
[final cells by class]
| cell class | count | share of cell area |
|---|---|---|
| repair buffers | 97 | 0.08132 |
| well taps | 319 | 0.03654 |
| inverters | 186 | 0.06391 |
| multi-input cells | 952 | 0.8182 |
[worst paths after layout]
kind,slack (ns),depth (start not counted),to
hold / removal,13.28,4,product[0]
setup / recovery,8.85,24,product[31]
[logic make-up (layout without fill, tap and decap cells)]
family | after synthesis | count (layout)
mux | 2 | 2
compound gates | 143 | 143
fa+ha+maj | 296 | 296
buf+inv | 221 | 283
xor+xnor | 94 | 94
simple gates | 417 | 417
[worst min-delay path, cell delays in order]
cell and delay [ns]:
clkdlybuf4s50_1 0.61, nand2_1 0.24, inv_1 0.08, clkdlybuf4s50_1 0.39
[through the flow]
stage	instances	utilization
CTS	1554	0.4599
global placement	1554	0.4599
detailed placement	1554	0.4599
finish	1554	0.4599
global route	1554	0.4599
floorplan	1173	-
